--- flow/config.mk ---
export PLATFORM = sky130hd
export DESIGN_NAME = Control_sigs
export DESIGN_NICKNAME = Control_sigs
export VERILOG_FILES = /design/flow/design.v
export SDC_FILE = /design/flow/constraint.sdc
export NUM_CORES = 4
export LEC_CHECK = 1
export CORE_AREA = 10 10 70 70
export DIE_AREA = 0 0 80 80
--- flow/constraint.sdc ---
current_design Control_sigs

set clk_period 1.0
set clk_io_pct 0.2

create_clock -name clk0 -period $clk_period

set non_clock_inputs [all_inputs -no_clocks]
set_input_delay [expr $clk_period * $clk_io_pct] -clock clk0 $non_clock_inputs
set_output_delay [expr $clk_period * $clk_io_pct] -clock clk0 [all_outputs]
--- flow/design.v ---
`timescale 1ns / 1ps
module ALU_CU(
		input ALUop,
		input [5:0] fn,
		output reg [2:0] alu_control
	 );
	always @(*) begin
		if(ALUop == 1) begin  
			if (fn == 6'b100000)  
				alu_control = 3'b000;
			if (fn == 6'b100010)  
				alu_control = 3'b001;
			if (fn == 6'b100100)  
				alu_control = 3'b010;
			if (fn == 6'b100101)  
				alu_control = 3'b011;
			if (fn == 6'b000000)  
				alu_control = 3'b100;
			if (fn == 6'b000010)  
				alu_control = 3'b101;
		end
		else  
			alu_control = 3'b111;
	end
endmodule
`timescale 1ns / 1ps
module Control_sigs(
	input [5:0] opcode,
	input [5:0] fn_code,
	output RegWrite,
	output ALUtoReg,
	output ALUop,
	output [2:0] ALU_cntrl
    );
	 Main_CU mcu (opcode, RegWrite, ALUtoReg, ALUop);
	 ALU_CU alucu(ALUop,fn_code,ALU_cntrl);
endmodule
`timescale 1ns / 1ps
module Main_CU(
		input [5:0] opcode,
		input [5:0] fn_code,
		output reg RegWrite,
		output reg ALUtoReg,
		output reg [3:0] alu_control
	 );
	always @(*) begin
		RegWrite = 1'b1;
		ALUtoReg = ~opcode;
		if(opcode == 0) begin  
			if (fn_code == 6'b100000)  
				alu_control = 4'b0000;
			if (fn_code == 6'b100010)  
				alu_control = 4'b0001;
			if (fn_code == 6'b100100)  
				alu_control = 4'b0010;
			if (fn_code == 6'b100101)  
				alu_control = 4'b0100;
			if (fn_code == 6'b000000)  
				alu_control = 4'b1001;
			if (fn_code == 6'b000010)  
				alu_control = 4'b1010;
		end
		else  
			alu_control = 4'b1111;
	end
endmodule
--- flow/run.sh ---
#!/bin/bash
# OpenROAD 26Q1-2900-gdf79404cd8, Yosys 0.63+post, stock flow scripts
make -C /OpenROAD-flow-scripts/flow DESIGN_CONFIG=/design/flow/config.mk WORK_HOME=/design/flow/orfs finish
==> results.sh <==
# flow metrics
export IMPL_yosys_top_cells_area="dlxtn_1 (35%), nand3_1 (12%), buf_4 (12%)"
export IMPL_yosys_area_sq_um=130
export IMPL_core_sq_um=3420
export IMPL_ys_seq_elements=3
export IMPL_synth_edff_count=0
export IMPL_worstPathArrival_ns=0.71
export IMPL_io_pins=18
export IMPL_netlist_area_sq_um=130
export IMPL_p_per_area_nw_per_um2=234
export IMPL_antenna_found_initial=0
export IMPL_track_usage=0.0109
export IMPL_setup_tns_ns=0
export IMPL_rsz0062_at_grt="false"
export IMPL_outcome="finished, final reports clean"
export IMPL_max_freq_ghz=1.10
export IMPL_p_clk_frac=0
export IMPL_drv_cap=0
export IMPL_path_cells="dlygate4sd2_1 -> inv_1 -> dlygate4sd2_1"
export IMPL_post_cts_buffers=0
export IMPL_antenna_cells=0
export IMPL_die_x_microns=80
export IMPL_largest_area_cell="dlxtn_1"
export IMPL_timing_critical_path_depth=3
export IMPL_grt_pass1_wl_microns=586
export IMPL_p_comb_frac=0.842
export IMPL_slowest_stage="dlygate4sd2_1"
export IMPL_cpMostUsedCell="dlygate4sd2_1"
export IMPL_drive_above_1_share=0.0333
export IMPL_hold_viol_final=0
export IMPL_ys_cells=20
export IMPL_fillers=404
export IMPL_syn_instance_count=20
export IMPL_max_stage_delay_ns=0.24
export IMPL_grt_pass1_vias=132
export IMPL_untimed_endpoints=6
export IMPL_holdPathStages=3
export IMPL_p_switching_w=0.0000194
export IMPL_post_cts_resized=2
export IMPL_warnings=37
export IMPL_cts_hold_buf=0
export IMPL_io_buffers=11
export IMPL_holdCritPathClass="in -> out"
export IMPL_dp_hpwl_microns=379
export IMPL_unclocked_pins=3
export IMPL_ant_nets=0
export IMPL_p_seq_frac=0.158
export IMPL_fp_utilization=0.0381
export IMPL_gp_congestion=0.722
export IMPL_flop_cell="dlxtn_1"
export IMPL_async_flop_share=0
export IMPL_drtIter0Drc=2
export IMPL_simple_gate_area_frac=0.356
export IMPL_p_sw_frac=0.287
export IMPL_synthAoiAreaFrac=0.0962
export IMPL_row_count=21
export IMPL_die_area_sq_um=6400
export IMPL_dieHeight_microns=80
export IMPL_mux_share=0
export IMPL_critPathMaxFanout=2
export IMPL_final_util=0.0842
export IMPL_area_growth_pct=121
export IMPL_common_cells="dlxtn_1 (3), nand2_1 (3), nand3_1 (3), nor2_1 (3)"
export IMPL_fin_crit_ns=0.909
export IMPL_ir_drop_uv=20.4
export IMPL_via_per_inst=1.91
export IMPL_cell_internal_pwr_w=0.0000481
export IMPL_startpoint_type="input pin"
export IMPL_first_pass_iters=2
export IMPL_overflow=0
export IMPL_finalClockPeriodUsage=0.909
export IMPL_crit_family="buffers and inverters"
export IMPL_path_buffers=3
export IMPL_p_leak_nw=0.112
export IMPL_synth_area_per_cell_sq_um=6.51
export IMPL_grt_max_degree=6
export IMPL_setup_violations=0
export IMPL_largest_reg_flops=3
export IMPL_topCombFamilyByArea="simple AND/OR/NAND/NOR gates"
export IMPL_cp_required_ns=0.80
export IMPL_yosysWarnings=4
export IMPL_yosysUniqueCellTypes=10
export IMPL_xor_share=0
export IMPL_drcViolationCount=0
export IMPL_critPathCaptureType="output pin"
export IMPL_totalWireLength_microns=418
export IMPL_fa_ha_area_frac=0
export IMPL_yosys_area_top_type_share=0.346
export IMPL_maxSlewViolCount=0
export IMPL_wire_per_inst_microns=5.50
export IMPL_crit_type="in -> out"
export IMPL_dr_total_vias=145
per-layer routing:
layer | wire, microns | up-vias | GRT usage
met5 | 0 | - | 0
met4 | 0 | 0 | 0
met3 | 59 | 0 | 0.00341
met2 | 156 | 10 | 0.0185
met1 | 202 | 56 | 0.0139
li1 | - | 79 | -
layout by cell type, fill, tap and decap left out, drive strengths merged:
master	netlist	final
clkdlybuf4s50	0	9
nor2	3	3
nand2	3	3
nand3	3	3
dlxtn	3	3
conb	2	2
dlygate4sd2	0	2
inv	1	1
and3b	1	1
o21a	1	1
o21ai	1	1
buf	2	1
logic make-up (layout without fill, tap and decap cells):
family	count (synthesis)	after routing
other	2	2
and+or+nand+nor	10	10
AOI/OAI and AO/OA	2	2
buffers and inverters	3	13
latches	3	3
final timing paths:
| check | from | end | slack, ns |
|---|---|---|---|
| worst max-delay path | opcode[0] | ALUop | 0.09 |
| worst min-delay path | opcode[0] | ALUop | 0.90 |
power groups by stage:
stage | sequential, W | clock (W) | combinational [W]
CTS | 0.0000107 | 0 | 0.0000579
global route | 0.0000109 | 0 | 0.0000627
finish | 0.0000107 | 0 | 0.0000568
cell type report:
type / count / area [sq um] / area share
multi-input cells: 14 / 66.3 / 0.230
repair buffers: 12 / 115 / 0.400
inverters: 1 / 3.75 / 0.0130
flip-flops and latches: 3 / 45.0 / 0.157
well taps: 46 / 57.6 / 0.200
stage by stage:
stage	cell area, sq um	power, W	worst slack (ns)	hold slack [ns]	cells
CTS	288	0.0000686	0.0834	0.903	76
detailed placement	290	0.0000710	-0.369	1.34	76
global route	288	0.0000737	0.0664	0.916	76
floorplan	130	0.0000299	0.549	0.430	20
global placement	290	0.0000708	-0.356	1.33	76
finish	288	0.0000675	0.0907	0.897	76
Power and IR drop assume default switching activity.
